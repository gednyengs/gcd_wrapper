==> /design/flow/config.mk <==
export PLATFORM = sky130hd
export DESIGN_NAME = RegFile
export DESIGN_NICKNAME = RegFile
export VERILOG_FILES = /design/flow/design.v
export SDC_FILE = /design/flow/constraint.sdc
export NUM_CORES = 4
export LEC_CHECK = 1
export CORE_UTILIZATION = 30
==> /design/flow/run.sh <==
#!/bin/bash
# OpenROAD 26Q1-2900-gdf79404cd8, Yosys 0.63+post, stock flow scripts
make -C /OpenROAD-flow-scripts/flow DESIGN_CONFIG=/design/flow/config.mk WORK_HOME=/design/flow/orfs finish
==> /design/flow/constraint.sdc <==
current_design RegFile

set clk_period 1.2
set clk_io_pct 0.2

create_clock -name clk0 -period $clk_period [get_ports {CLK}]

set non_clock_inputs [all_inputs -no_clocks]
set_input_delay [expr $clk_period * $clk_io_pct] -clock clk0 $non_clock_inputs
set_output_delay [expr $clk_period * $clk_io_pct] -clock clk0 [all_outputs]
==> /design/flow/design.v <==
module RegFile (
    input   wire            CLK,
    input   wire            RESETn,
    input   wire [31:0]     PADDR,
    input   wire            PENABLE,
    input   wire            PSEL,
    input   wire            PWRITE,
    input   wire [31:0]     PWDATA,
    output  wire            PREADY,
    output  wire            PSLVERR,
    output  wire [31:0]     PRDATA,
    output  wire            CLK_EN,
    output  wire            CONSTANT_TIME,
    output  wire            DEBUG_MODE,
    output  wire [11:0]     OPCODE,
    output  wire            START_PULSE,
    input   wire            DONE_PULSE,
    input   wire [11:0]     CYCLE_COUNT,
    input   wire            START_OUT,
    input   wire [3:0]      DEBUG_CASE_A_OUT,
    input   wire [3:0]      DEBUG_CASE_B_OUT,
    input   wire [5:0]      DEBUG_CASE_U_OUT,
    input   wire [2:0]      U_ODD_DELTA_UPDATE_ADD_CASE_U_OUT,
    input   wire [2:0]      U_ODD_DELTA_UPDATE_SUB_CASE_U_OUT,
    input   wire [5:0]      DEBUG_CASE_Y_OUT,
    input   wire [5:0]      DEBUG_CASE_L_OUT,
    input   wire [2:0]      U_ODD_DELTA_UPDATE_ADD_CASE_L_OUT,
    input   wire [2:0]      U_ODD_DELTA_UPDATE_SUB_CASE_L_OUT,
    input   wire [5:0]      DEBUG_CASE_N_OUT,
    input   wire [4:0]      DELTA_CASE,
    output  wire            IRQ
);
    reg [31:0]  apb_prdata;
    reg [31:0]  reg_data_out;
    wire        setup_phase;
    wire        wr_en;
    wire        rd_en;
    reg [31:0]  reg_CTRL;
    reg         reg_START_PULSE;
    reg         reg_IE_STAT;
    reg         reg_RUN_STAT;
    wire [2:0]  addr_oft;
    assign addr_oft = PADDR[4:2];
    always @(posedge CLK or negedge RESETn)
        if (!RESETn)
            reg_CTRL        <= 32'd0;
        else if (wr_en && (addr_oft == 3'd1))
            reg_CTRL[31:1]  <= PWDATA[31:1];
    always @(posedge CLK or negedge RESETn)
        if (!RESETn)
            reg_START_PULSE <= 1'b0;
        else if (wr_en && (addr_oft == 3'd1))
            reg_START_PULSE <= PWDATA[0];
        else
            reg_START_PULSE <= 1'b0;
    always @(posedge CLK or negedge RESETn)
        if (!RESETn)
            reg_IE_STAT     <= 1'b0;
        else if(DONE_PULSE)
            reg_IE_STAT     <= 1'b1;
        else if (wr_en && (addr_oft == 3'd2) && (PWDATA[0] == 1'b1))
            reg_IE_STAT     <= 1'b0;
    always @(posedge CLK or negedge RESETn)
        if (!RESETn)
            reg_RUN_STAT    <= 1'b0;
        else if(reg_START_PULSE & ~reg_RUN_STAT)
            reg_RUN_STAT    <= 1'b1;
        else if(DONE_PULSE)
            reg_RUN_STAT    <= 1'b0;
    always @(*)
        case (addr_oft)
            3'd0    : reg_data_out  = 32'h5A5A5A5A;
            3'd1    : reg_data_out  = reg_CTRL;
            3'd2    : reg_data_out  = {30'd0, reg_RUN_STAT, reg_IE_STAT};
            3'd3    : reg_data_out  = {20'd0, CYCLE_COUNT};
            3'd4    : reg_data_out  = {DEBUG_CASE_L_OUT, DEBUG_CASE_Y_OUT, U_ODD_DELTA_UPDATE_SUB_CASE_U_OUT, U_ODD_DELTA_UPDATE_ADD_CASE_U_OUT, DEBUG_CASE_U_OUT, DEBUG_CASE_B_OUT, DEBUG_CASE_A_OUT};
            3'd5    : reg_data_out  = {14'd0, START_OUT, DELTA_CASE, DEBUG_CASE_N_OUT, U_ODD_DELTA_UPDATE_SUB_CASE_L_OUT, U_ODD_DELTA_UPDATE_ADD_CASE_L_OUT};
            default : reg_data_out  = 32'd0;
        endcase
    always @(posedge CLK or negedge RESETn)
            if (!RESETn)
            apb_prdata  <= 32'd0;
        else if (rd_en)
            apb_prdata  <= reg_data_out;
    assign CLK_EN           = reg_CTRL[15];
    assign CONSTANT_TIME    = reg_CTRL[14];
    assign DEBUG_MODE       = reg_CTRL[13];
    assign OPCODE           = reg_CTRL[12:1];
    assign START_PULSE      = reg_START_PULSE;
    assign IRQ              = reg_CTRL[15] & reg_IE_STAT;
    assign setup_phase = PSEL & ~PENABLE;
    assign wr_en = setup_phase & PWRITE;
    assign rd_en = setup_phase & ~PWRITE;
    assign PRDATA   = apb_prdata;
    assign PREADY   = 1'b1;
    assign PSLVERR  = 1'b0;
endmodule
==> results.md <==
| Group | Metric | Value |
|:---|:---|:---|
| run status | Outcome | finished with violations |
| run status | Violated checks | hold timing, setup timing |
| setup path | Slowest stage cell on the critical path | sky130_fd_sc_hd__or3_4 |
| logic synthesis | Area leader, netlist | sky130_fd_sc_hd__dfrtp_1 |
| global routing | First-pass GRT wire length | 15300 um |
| power and ir drop | Static leakage | 2.70 nW |
| layout | Area added between synthesis and finish | 69.4% |
| logic synthesis | Area of the synthesized netlist per yosys stat | 3390 um^2 |
| hold path | Worst hold path type | in -> async |
| sta | Final setup viols | 31 |
| setup path | Series of cell instances along the critical path | buf_6 > nand3b_1 > or3_4 > buf_12 > mux2_4 |
| sta | Final hold slack | -0.0852 ns |
| logic synthesis | Share of Yosys cell area claimed by the top area cell type | 48.8% |
| die | Area of the core | 10900 um^2 |
| logic synthesis | Yosys cell count | 303 |
| global routing | Grt met1 use | 27.9% |
| placement | Total half-perimeter wirelength after legalization and detailed placement | 6650 um |
| routing | Iter 0 DRT Violations | 103 |
| clocking | TritonCTS Buffers | 9 |
| global routing | Largest net degree at the start of global routing | 67 |
| global routing | Number of global-route vias before repair | 2977 |
| clocking | Root buffer cell | sky130_fd_sc_hd__clkbuf_16 |
| power and ir drop | Power density relative to cell area | 1210 nW/um^2 |
| setup path | Type of the worst setup path | in -> reg |
| global routing | Initial antenna violation count | 0 |
| layout | Most frequent cells in the layout | sky130_fd_sc_hd__clkdlybuf4s50_1, sky130_fd_sc_hd__dfrtp_1, sky130_fd_sc_hd__buf_4, sky130_fd_sc_hd__clkdlybuf4s15_1, sky130_fd_sc_hd__mux2_4 |
| placement | RD Place Congestion | 0.810 |
| global routing | Global Route Usage Sum | 17.7% |
| logic synthesis | Post-Syn Instances | 303 |
| global routing | Met3 track utilization from global routing | 2.94% |
| die | Die Width | 108 um |
| layout | Post-layout util | 52.5% |
| setup path | Worst path max stage delay | 0.46 ns |
| logic synthesis | Number of distinct library cell variants in the gate-level netlist after synthesis | 34 |
| clocking | Longest Clk Path Bufs | 2 |
| die | Die y size | 108 um |
| power and ir drop | Worst ir drop on vdd | 0.000638 V |
| routing | Total number of vias | 2958 |
| die | Starting utilization of the core area | 31.0% |
| layout | Commonest non-fill, non-tap cell in the layout | sky130_fd_sc_hd__clkdlybuf4s50_1 |
| sta | Final Hold Violation Tally | 66 |
| clocking | Number of sinks on the clock net | 66 |
| logic synthesis | Total standard cell area after synthesis | 3390 um^2 |
| global routing | Met2 global-route usage | 26.4% |
| sta | Shortest clock period the worst path allows after layout | 1.25 ns |
| die | Row count | 38 |
| clocking | Worst-path clk slew | 0.06 ns |
| die | Number of top-level pins | 183 |
| setup path | Critical Path Fanout Max | 7 |
| sta | Achievable frequency | 797 MHz |
| die | Die Area | 11700 um^2 |
| placement | Number of input and output port buffers inserted | 151 |
| sta | Layout Skew | 0.00471 ns |
| job | Maximum capacitance violations | 0 |
| sta | Setup slack of the critical path after layout | -0.0548 ns |
| logic synthesis | Sequential fraction of the synthesis area | 48.8% |
| routing | Antenna viol nets, final | 0 |
| sta | Setup repair after global routing missed its margin | yes |
| global routing | Total global routing overflow | 0 |
| routing | Post-detailed-route DRC marker count | 0 |
| setup path | Startpoint Class | input pin |
| clocking | CTS H-tree depth | 3 |
| sta | Final Max-Slew Violation Tally | 0 |
| routing | First-pass iteration count of the detailed router | 4 |
| job | Number of logged tool warnings | 59 |
| routing | Via-per-instance ratio | 4.66 |
| logic synthesis | Syn_area_per_cell | 11.2 um^2 |
| setup path | Critical path endpoint category | flip-flop |
| clocking | Clock latency on the worst-skew pair | 0.32 ns |
| setup path | Arrival time of the worst setup path | 1.46 ns |
| routing | Final Routed Wirelength | 9860 um |
| logic synthesis | Post-synth area hogs | sky130_fd_sc_hd__dfrtp_1, sky130_fd_sc_hd__mux2_4, sky130_fd_sc_hd__mux2i_1, sky130_fd_sc_hd__a22oi_1, sky130_fd_sc_hd__buf_4 |
| layout | Fraction of layout cells with a size suffix above 1 | 26.7% |
| logic synthesis | Yosys warning count | 1 |
| routing | Wire length per cell after detailed routing | 15.5 um |
| clocking | Clock tree from TritonCTS | yes |
| sta | Final cycle utilization of the critical path | 105% |
| global routing | Most congested layer reported by global routing | met1 |
| setup path | Data required, critical path | 1.40 ns |
| routing | Antenna Diode Count | 0 |
| logic synthesis | Number of storage elements in the synthesis netlist | 66 |
==> stage by stage <==
step	setup TNS (ns)	instance area, um^2	power, W	setup slack [ns]	cells
after detailed placement	-45.21	5130	0.00453	-0.812	587
after global placement	-44.37	5130	0.00451	-0.811	587
after CTS	-0.932	5640	0.00693	-0.0421	628
final	-1.36	5740	0.00692	-0.0548	635
after global routing	-1.94	5740	0.00729	-0.0760	635
after floorplan	-9.19	3470	0.00353	-0.298	303
==> area by class of cell <==
| type | count | area [um^2] |
|---|---|---|
| clock buffer | 11 | 233 |
| multi-input combinational | 191 | 1520 |
| timing repair buffer | 213 | 2090 |
| inverter | 9 | 33.8 |
| clock inverter | 5 | 31.3 |
| fill | 965 | 5200 |
| sequential | 66 | 1650 |
| tap | 140 | 175 |
==> power by group <==
| part | internal [W] | switching [W] | leakage (nW) |
|---|---|---|---|
| combinational | 0.00129 | 0.000521 | 1.73 |
| sequential | 0.00258 | 0.000200 | 0.844 |
| clock | 0.00139 | 0.000941 | 0.129 |
| total | 0.00526 | 0.00166 | 2.70 |
==> path summary, 6_finish.rpt <==
check                                 end            from  slack, ns  cells after the start
setup / recovery             reg_CTRL[19]         PENABLE      -0.05                      5
hold / removal             apb_prdata[25]          RESETn      -0.09                      2
setup reg to reg            apb_prdata[8]     reg_CTRL[8]       0.09                      5
hold reg to reg            apb_prdata[17]  apb_prdata[17]       0.47                      2
max in group asynchronous     reg_CTRL[1]          RESETn       1.00                      2
min in group clk0             reg_IE_STAT         PENABLE       0.31                      4
==> worst max-delay path: cells and delay by family <==
| family | cells | cell delay [ns] |
|---|---|---|
| simple gates | 2 | 0.64 |
| buf+inv | 2 | 0.28 |
| mux | 1 | 0.29 |
==> layer usage <==
metal  wire [um]  share of wire (%)  vias up
met3         618                6.3       13
met2        4400                 45      105
met5           0                  0        -
li1            -                  -     1439
met1        4710                 48     1401
met4         139                1.4        0
==> timing repair <==
action | 4_1_cts | 5_1_grt
gates resized | 97 | 35
pin swaps | 3 | 0
hold endpoints to repair | 66 | 66
cloned | 4 | 0
setup endpoints to repair | 114 | 72
buffers inserted | 21 | 7
==> logic make-up (layout without fill, tap and decap cells) <==
family,after synthesis,count (layout),synth area share (%)
DFF,66,66,48.8
muxes,47,47,18.4
other,2,2,0.222
buffers and inverters,46,238,7.72
AOI/OAI and AO/OA,81,81,16.1
and+or+nand+nor,61,61,8.83
==> sequential cells by signal, summed over array words and instances (netlist names) <==
register	count
reg_RUN_STAT	1
reg_IE_STAT	1
apb_prdata	32
reg_CTRL	31
reg_START_PULSE	1
==> synth_stat cells <==
master and instances:
sky130_fd_sc_hd__buf_4 15, sky130_fd_sc_hd__a21oi_1 14, sky130_fd_sc_hd__mux2i_1 12, sky130_fd_sc_hd__dfrtp_1 66
sky130_fd_sc_hd__o22ai_1 7, sky130_fd_sc_hd__mux2_4 29, sky130_fd_sc_hd__o31ai_1 3, sky130_fd_sc_hd__a31oi_1 1
sky130_fd_sc_hd__nor2_1 17, sky130_fd_sc_hd__nand2b_1 5, sky130_fd_sc_hd__nor3b_1 1, sky130_fd_sc_hd__a2bb2oi_1 3
sky130_fd_sc_hd__nand2_1 19, sky130_fd_sc_hd__conb_1 2, sky130_fd_sc_hd__nand3b_1 3, sky130_fd_sc_hd__a22oi_1 15
sky130_fd_sc_hd__nor2b_1 12, sky130_fd_sc_hd__buf_6 4, sky130_fd_sc_hd__o21a_1 1, sky130_fd_sc_hd__and2_1 2
sky130_fd_sc_hd__mux2_2 6, sky130_fd_sc_hd__o21ai_0 18, sky130_fd_sc_hd__o21bai_1 1, sky130_fd_sc_hd__o41ai_1 1
sky130_fd_sc_hd__buf_2 2, sky130_fd_sc_hd__a22o_1 10, sky130_fd_sc_hd__a32oi_1 1, sky130_fd_sc_hd__a211o_1 5
sky130_fd_sc_hd__inv_1 9, sky130_fd_sc_hd__o221ai_1 1, sky130_fd_sc_hd__or3b_2 1, sky130_fd_sc_hd__clkbuf_1 15
sky130_fd_sc_hd__or3_1 1, sky130_fd_sc_hd__buf_1 1
Power is estimated from default activity; no workload was simulated.
