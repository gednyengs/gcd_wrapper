==> design/flow/design.v <==
module RegFileRO (
    input   logic            CLK,
    input   logic            RESETn,
    input   logic [31:0]     PADDR,
    input   logic            PENABLE,
    input   logic            PSEL,
    input   logic            PWRITE,
    input   logic [31:0]     PWDATA,
    output  logic            PREADY,
    output  logic            PSLVERR,
    output  logic [31:0]     PRDATA,
    output  logic [14:0]     mux_select,
    output  logic [5:0]      divide_factor
);
    reg [31:0]  apb_prdata;
    reg [31:0]  reg_data_out;
    wire        setup_phase;
    wire        wr_en;
    wire        rd_en;
    reg [31:0]  reg_CTRL;
    reg         reg_START_PULSE;
    reg         reg_IE_STAT;
    reg         reg_RUN_STAT;
    wire [2:0]  addr_oft;
    assign addr_oft = PADDR[4:2];
    always @(posedge CLK or negedge RESETn)
        if (!RESETn)
            reg_CTRL        <= 32'd0;
        else if (wr_en && (addr_oft == 3'd1))
            reg_CTRL[31:1]  <= PWDATA[31:1];
    always @(*)
        case (addr_oft)
            3'd0    : reg_data_out  = 32'h5A5A5A5A;
            3'd1    : reg_data_out  = reg_CTRL;
            default : reg_data_out  = 32'd0;
        endcase
    always @(posedge CLK or negedge RESETn)
            if (!RESETn)
            apb_prdata  <= 32'd0;
        else if (rd_en)
            apb_prdata  <= reg_data_out;
    assign mux_select = reg_CTRL[14:0];
    assign divide_factor = reg_CTRL[20:15];
    assign setup_phase = PSEL & ~PENABLE;
    assign wr_en = setup_phase & PWRITE;
    assign rd_en = setup_phase & ~PWRITE;
    assign PRDATA   = apb_prdata;
    assign PREADY   = 1'b1;
    assign PSLVERR  = 1'b0;
endmodule
==> design/flow/run.sh <==
#!/bin/bash
# OpenROAD 26Q1-2900-gdf79404cd8, Yosys 0.63+post, stock flow scripts
make -C /OpenROAD-flow-scripts/flow DESIGN_CONFIG=/design/flow/config.mk WORK_HOME=/design/flow/orfs finish
==> design/flow/config.mk <==
export PLATFORM = sky130hd
export DESIGN_NAME = RegFileRO
export DESIGN_NICKNAME = RegFileRO
export VERILOG_FILES = /design/flow/design.v
export SDC_FILE = /design/flow/constraint.sdc
export NUM_CORES = 4
export LEC_CHECK = 1
export CORE_UTILIZATION = 30
==> design/flow/constraint.sdc <==
current_design RegFileRO

set clk_period 1.2
set clk_io_pct 0.2

create_clock -name clk0 -period $clk_period [get_ports {CLK}]

set non_clock_inputs [all_inputs -no_clocks]
set_input_delay [expr $clk_period * $clk_io_pct] -clock clk0 $non_clock_inputs
set_output_delay [expr $clk_period * $clk_io_pct] -clock clk0 [all_outputs]
==> results.txt <==
Implementation progress

In the final report, the number of endpoints failing setup comes to 13. The register clock-pin slew on the reported worst setup and hold paths stands at 60 ps. The number of standard cells after synthesis stands at 199. STA classifies the critical path endpoint as a flop. For this block, the via count after detailed routing is 1879. The worst clock skew on the final layout stands at 3.81 ps. The final reports fail on negative hold slack, negative setup slack. The final critical-path required period stands at 1230 ps. Checking hold timing, the worst path is listed with class primary input to asynchronous set/reset pin. Clock tree synthesis inserted a total of 9 buffers. The flow ran to the end, but the final reports show violations. In the final layout, the share of cells above drive strength 1 is 0.330.

The script computed the net switching share of total power as 0.222. The power report puts the leakage power at 1.92 nW. Of the synthesized area, sequential elements account for 0.601. Setup repair after global routing could not meet its margin everywhere. The worst setup margin stands at -30.9 ps. Once detail routing completed, the nets flagged for antenna violations numbered 0. The floorplan core area stands at 8260 µm². The number of fill cells stands at 734. The power per cell area stands at 1290 nW/µm². Looking at area per cell type in the netlist, the leader is sky130_fd_sc_hd__dfrtp_1. Counting along the longest clock path gives a buffer depth of 2.

Note, the detailed placer reported a final HPWL of 3560 µm. Across all stage logs, warnings added up to 60. The part of the total power dissipated in the clock network stands at 0.306. The routability congestion estimate stands at 0.760. The ratio of final minimum period to clock period stands at 1.03. Once layout is complete, the utilization of the core stands at 0.496. The reg2reg setup slack stands at 300 ps. The H-tree depth stands at 3. Per the skew report, the later register of the worst-skew pair sees a clock latency of 320 ps. During placement, the flow inserted port buffers numbering 89. The horizontal die dimension stands at 94.7 µm. In this run the clock root is driven by a sky130_fd_sc_hd__clkbuf_8. The main area contributors are sky130_fd_sc_hd__dfrtp_1 (60%), sky130_fd_sc_hd__mux2_2 (13%), sky130_fd_sc_hd__buf_4 (7.9%), sky130_fd_sc_hd__o21ai_0 (6.0%), sky130_fd_sc_hd__a22o_1 (5.1%). The data arrival time of the critical path stands at 1440 ps. The share of the synthesized area in the top cell type stands at 0.601. The post-route worst hold slack stands at -94.3 ps.

Wires add up to 5970 µm. The share of total power dissipated in sequential elements is 0.478. The detail-routed net length per standard cell stands at 14.1 µm. The global-route wire length before repair stands at 9740 µm. In this run the worst path has a maximum fanout of 7. The maximum clock frequency stands at 812 MHz. Summing all non-filler instances in the final layout gives an area of 4100 µm². Per the log, the first TritonRoute iteration ended with a DRC count of 41.

The final report lists a non-filler cell total of 423. The chip area from the yosys synthesis statistics stands at 2580 µm². The number of vias per cell stands at 4.44.

After synthesis, the design contains 199 cells according to Yosys. The power share of the combinational group stands at 0.216. STA classifies the critical path startpoint as a primary input. During I/O placement, the number of pins put on the boundary was 124.

The commonest cells after synthesis are sky130_fd_sc_hd__dfrtp_1 (62), sky130_fd_sc_hd__o21ai_0 (31), sky130_fd_sc_hd__mux2_2 (29). TritonCTS built the clock tree. The tool flagged a number of max-cap violations equal to 0. The post-synthesis sequential element count stands at 62. By startpoint and endpoint, the worst setup path is classified as primary input to flop. Total global-route track usage over all layers is 0.146. Looking at the VDD voltage map, the peak drop is 0.667 mV. The share of flip-flops with an asynchronous set or reset stands at 1.00. In this run, placement finished with an instance count of 372.

Clock tree synthesis found a total of 62 sinks. The total die size stands at 8970 µm². The post-detailed-placement cell area stands at 3480 µm².

The tally of unique sky130hd cells used after synthesis stands at 17. The switching power of the nets stands at 1.17 mW. The yosys synthesis warning count stands at 1. The overall overflow remaining after global route stands at 0.

The height of the die stands at 94.7 µm. The signed area change from the synthesized netlist to the final layout stands at 58.7%. The internal power component stands at 4.11 mW. The via count of the first global-routing pass is 1881. The initial antenna violation count stands at 0. The starting density of the core stands at 0.312. The data required time at the worst endpoint stands at 1410 ps.

Per the final report, max-transition violations number 0. The cell area after synthesis stands at 2580 µm². In this run the core area contains 33 standard-cell rows. In the post-synthesis netlist, the cell with the most instances is sky130_fd_sc_hd__dfrtp_1. The detailed-route DRC error count stands at 0. The largest net degree at the start of global routing stands at 63. For reference, the final report shows the hold violation count at 62. In the log, the iteration count for the first detailed-route pass is 4. A synthesized cell averages 13.0 µm². The post-placement worst setup slack stands at -678 ps. Yosys mapped a number of flops with a built-in enable equal to 0. Per the synth stats, the flop cell with the highest instance count is sky130_fd_sc_hd__dfrtp_1. The number of antenna diodes stands at 0.
-- cell type report --
type / instances / area (µm²) / area share
multi-input cells: 103 / 897 / 0.219
repair buffers: 138 / 1340 / 0.327
clock inverters: 1 / 5.00 / 0.00122
well taps: 105 / 131 / 0.0321
clock buffers: 13 / 169 / 0.0412
flip-flops and latches: 62 / 1550 / 0.379
inverters: 1 / 3.75 / 0.000917
-- worst max-delay path, cell delays in order --
cell,delay [ps]
sky130_fd_sc_hd__buf_6,90
sky130_fd_sc_hd__nand3b_1,190
sky130_fd_sc_hd__nor4_4,170
sky130_fd_sc_hd__buf_4,170
sky130_fd_sc_hd__buf_6,130
sky130_fd_sc_hd__buf_12,140
sky130_fd_sc_hd__mux2_4,300
-- kinds of logic after synthesis --
logic type,after synthesis,synth area share
and+or+nand+nor,21,0.0485
AOI/OAI and AO/OA,47,0.113
DFF,62,0.601
other,2,0.00291
buffers and inverters,36,0.0989
muxes,31,0.135
-- sequential cells by signal (all words and copies together) (netlist names) --
register,cells
reg_CTRL,31
apb_prdata,31
-- per-stage QoR --
step	setup TNS, ps	total power, mW
after floorplan	-5220	2.95
after global placement	-34820	3.44
after detailed placement	-35650	3.45
after CTS	-2280	5.36
after global routing	-954	5.59
final	-303	5.28
-- power groups by stage --
stage	sequential [mW]	clock, mW	combinational [mW]
CTS	2.52	1.70	1.14
global route	2.56	1.78	1.26
finish	2.53	1.62	1.14
-- what timing repair did --
item,4_1_cts,5_1_grt
endpoints found under the hold margin,62,62
pin swaps,2,1
resized,150,21
setup buffers,31,3
cloned,4,0
setup endpoints to repair,113,47
-- path summary, 6_finish.rpt --
check,from,to,depth (start not counted)
setup / recovery,PENABLE,reg_CTRL[18]$_DFFE_PN0P_,7
hold / removal,RESETn,apb_prdata[9]$_DFFE_PN0P_,2
setup reg to reg,reg_CTRL[1]$_DFFE_PN0P_,reg_CTRL[1]$_DFFE_PN0P_,2
hold reg to reg,apb_prdata[22]$_DFFE_PN0P_,apb_prdata[22]$_DFFE_PN0P_,2
max in group asynchronous,RESETn,reg_CTRL[3]$_DFFE_PN0P_,2
min in group clk0,PENABLE,apb_prdata[1]$_DFFE_PN0P_,4
-- per-layer routing --
layer  routed length (µm)  global-route usage
met5                    0                   0
met4                   60              0.0126
met3                  299              0.0335
met2                 2670               0.216
met1                 2940               0.234
-- cell usage in the layout, fill, tap and decap left out, types with 12 or more instances in the layout --
cell type / synthesis / routed
sky130_fd_sc_hd__buf_4: 27 / 39
sky130_fd_sc_hd__clkdlybuf4s50_1: 0 / 31
sky130_fd_sc_hd__mux2_4: 0 / 31
sky130_fd_sc_hd__o21ai_0: 31 / 31
sky130_fd_sc_hd__dfrtp_1: 62 / 62
sky130_fd_sc_hd__a22o_1: 15 / 15
sky130_fd_sc_hd__nand2_1: 16 / 16
sky130_fd_sc_hd__clkbuf_8: 0 / 12
sky130_fd_sc_hd__clkdlybuf4s15_1: 0 / 50
Power and IR drop assume default switching activity.
